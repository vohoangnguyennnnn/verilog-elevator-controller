==> flow/design.v <==
`timescale 1ns / 1ps
module elevator #(
    parameter integer FLOORS      = 5,
    parameter integer POS_W       = 3,
    parameter integer DOOR_CYCLES = 3
)(
    input  wire                 clk,
    input  wire                 reset,
    input  wire [FLOORS-1:0]    floor_req,    
    output reg  [POS_W-1:0]     floor_pos,    
    output reg                  door_open,    
    output reg                  moving_up,
    output reg                  moving_dn
);
    localparam [2:0] STATE_IDLE = 3'd0; 
    localparam [2:0] STATE_UP   = 3'd1;
    localparam [2:0] STATE_DN   = 3'd2;
    localparam [2:0] STATE_STOP = 3'd3;
    localparam [2:0] STATE_DOOR = 3'd4;
    reg [2:0] state_q, state_d;
    reg [FLOORS-1:0] req_pending_q, req_pending_d;
    reg [7:0] door_cnt_q, door_cnt_d;
    reg dir_up_q, dir_up_d;   
    reg [POS_W-1:0] floor_pos_d;
    reg req_above, req_below;
    task automatic scan_requests;
        input  [FLOORS-1:0] pending;
        input  [POS_W-1:0]  cur;
        output reg          has_above;
        output reg          has_below;
        integer k;
        begin
            has_above  = 1'b0;
            has_below  = 1'b0;
            for (k = 0; k < FLOORS; k = k + 1) begin
                if ((k > cur) && pending[k]) has_above = 1'b1;
                if ((k < cur) && pending[k]) has_below = 1'b1;
            end
        end
    endtask
    always @(*) begin
        state_d       = state_q;
        floor_pos_d   = floor_pos;
        door_cnt_d    = door_cnt_q;
        dir_up_d      = dir_up_q;
        req_pending_d = req_pending_q | floor_req;
        if (state_q == STATE_DOOR) begin
            req_pending_d[floor_pos] = 1'b0;
        end
        scan_requests(req_pending_d, floor_pos, req_above, req_below);
        case (state_q)
            STATE_IDLE: begin
                door_cnt_d = 8'd0;
                if (req_pending_d[floor_pos]) begin
                    state_d    = STATE_DOOR;
                    door_cnt_d = 8'd0;
                end
                else if (req_above && !req_below) begin
                    state_d  = STATE_UP;
                    dir_up_d = 1'b1;
                end
                else if (!req_above && req_below) begin
                    state_d  = STATE_DN;
                    dir_up_d = 1'b0;
                end
                else if (req_above && req_below) begin
                    state_d = (dir_up_q) ? STATE_UP : STATE_DN;
                end
                else begin
                    state_d = STATE_IDLE;
                end
            end
            STATE_UP: begin
                if (floor_pos < (FLOORS-1)) begin
                    floor_pos_d = floor_pos + 1'b1;
                    if (req_pending_d[floor_pos + 1'b1]) begin
                        state_d    = STATE_STOP;
                        dir_up_d   = 1'b1;
                    end
                end else begin
                    state_d = STATE_IDLE;
                end
            end
            STATE_DN: begin
                if (floor_pos > 0) begin
                    floor_pos_d = floor_pos - 1'b1;
                    if (req_pending_d[floor_pos - 1'b1]) begin
                        state_d    = STATE_STOP;
                        dir_up_d   = 1'b0;
                    end
                end else begin
                    state_d = STATE_IDLE;
                end
            end
            STATE_STOP: begin
                door_cnt_d = 8'd0;
                if (req_pending_d[floor_pos])
                    state_d = STATE_DOOR;
                else
                    state_d = STATE_IDLE;
            end
            STATE_DOOR: begin
                if (door_cnt_q >= (DOOR_CYCLES-1)) begin
                    door_cnt_d = 8'd0;
                    if (req_above && !req_below) begin
                        state_d  = STATE_UP;
                        dir_up_d = 1'b1;
                    end
                    else if (!req_above && req_below) begin
                        state_d  = STATE_DN;
                        dir_up_d = 1'b0;
                    end
                    else if (req_above && req_below) begin
                        state_d = (dir_up_q) ? STATE_UP : STATE_DN;
                    end
                    else begin
                        state_d = STATE_IDLE;
                    end
                end else begin
                    door_cnt_d = door_cnt_q + 1'b1;
                end
            end
            default: begin
                state_d = STATE_IDLE;
            end
        endcase
    end
    always @(posedge clk or posedge reset) begin
        if (reset) begin
            state_q       <= STATE_IDLE;
            floor_pos     <= {POS_W{1'b0}};
            req_pending_q <= {FLOORS{1'b0}};
            door_cnt_q    <= 8'd0;
            dir_up_q      <= 1'b1;
        end else begin
            state_q       <= state_d;
            floor_pos     <= floor_pos_d;
            req_pending_q <= req_pending_d;
            door_cnt_q    <= door_cnt_d;
            dir_up_q      <= dir_up_d;
        end
    end
    always @(*) begin
        door_open = (state_q == STATE_DOOR);
        moving_up = (state_q == STATE_UP);
        moving_dn = (state_q == STATE_DN);
    end
endmodule
==> flow/run.sh <==
#!/bin/bash
# OpenROAD 26Q1-2900-gdf79404cd8, Yosys 0.63+post, stock flow scripts
make -C /OpenROAD-flow-scripts/flow DESIGN_CONFIG=/design/flow/config.mk WORK_HOME=/design/flow/orfs finish
==> flow/config.mk <==
export PLATFORM = sky130hd
export DESIGN_NAME = elevator
export DESIGN_NICKNAME = elevator
export VERILOG_FILES = /design/flow/design.v
export SDC_FILE = /design/flow/constraint.sdc
export NUM_CORES = 4
export LEC_CHECK = 1
export CORE_UTILIZATION = 30
==> flow/constraint.sdc <==
current_design elevator

set clk_period 3.1
set clk_io_pct 0.2

create_clock -name clk0 -period $clk_period [get_ports {clk}]

set non_clock_inputs [all_inputs -no_clocks]
set_input_delay [expr $clk_period * $clk_io_pct] -clock clk0 $non_clock_inputs
set_output_delay [expr $clk_period * $clk_io_pct] -clock clk0 [all_outputs]
==> notes.org <==
* Flow results

** Setup path
- Along the critical path, the tally of buffer and inverter instances is 2.
- WP data arrival :: 2.97 ns
- Worst Setup Start Kind :: flip-flop
- In the setup report, the worst path falls into the class flip-flop to flip-flop.
- The data required time reported for the critical path is 3.28 ns.
- Endpoint class of the critical path :: flip-flop
- Slowest CP cell :: ha_1
- Startpoint of the lowest-slack register-to-register path :: floor_pos[1]
- For the worst flop-to-flop path, the logic depth is 10.
- In this run the critical path is formed by inv_1, ha_1, ha_1, o2111ai_1, o22ai_1, a32oi_1, o21ai_0, inv_1, ha_1, o311ai_2.
- Looking at the reg2reg group, the worst path ends at state_q[0].
- The kind of cell with the highest combined delay along the critical path is AND-OR/OR-AND gates.
- Largest fanout of any net on the critical path :: 7
- Slowest Stage Delay on Critical Path :: 0.42 ns
- Worst path most repeated cell :: ha_1
- Startpoint of the worst setup timing path :: floor_pos[1]
- Register-to-Register Setup Slack :: 0.31 ns

** Global routing
- The first global-routing pass estimated 5310 microns of wire.
- The total overflow left after global routing is 0.
- Antenna violations before repair :: 0
- In the global route stage, overall resource usage came out at 13.4%.
- The via count of the first global-routing pass is 1076.
- Largest net degree at the start of global routing :: 23

** Detailed routing
- Detail Route Antenna Nets :: 0
- The number of antenna diodes in the final layout is 0.
- Summed over all layers, the routed wires come to 3230 microns.
- Per-cell routed wire length :: 14.2 microns
- For this block, the initial DRC count from the detailed router was 146.
- The routed layout has 1223 vias.
- Vias per std cell :: 5.36
- DRC violation count after routing :: 0
- Number of detailed-route iterations in the first pass :: 4

** Logic synthesis
- Cells in synth_stat.txt :: 156
- Syn Std Cell Area :: 1460 sq um
- The synthesis report lists the Yosys warning total as 1.
- Share of the yosys chip area belonging to registers :: 37.8%
- Post-synthesis register bit count :: 22
- Distinct lib cells :: 49
- Fraction of registers with async set/reset :: 100%
- Per the post-synthesis report, the number of cells in the design is 156.
- Average cell area after synthesis :: 9.38 sq um
- Commonest flop :: dfrtp_1
- Post-synthesis chip area from yosys :: 1460 sq um
- The post-synth count of flops with an enable pin is 0.

** Final timing
- Worst rel slew slack :: 53.5%
- Post-layout worst setup margin :: 0.305 ns
- Setup repair after global routing left no endpoint under its margin.
- At the pin with the least slew margin, the transition time is 0.693 ns.
- Per the finish-stage timing summary, setup violations number 0.
- Hold Fails Final Rpt :: 0
- Upper clock frequency limit :: 0.358 GHz
- Min Tclk post-route :: 2.79 ns
- After layout, the worst path uses 90.2% of the clock period.
- Per the final report, max-transition violations number 0.
- Worst Skew :: 0.00425 ns
- For the final routed database, the setup TNS stands at 0 ns.

** Min path
- The worst hold path terminates at door_cnt_q[4].
- Number of cells traversed by the worst hold path :: 1
- Note that the worst hold path type here is flip-flop to flip-flop.
- In this run the most critical hold path is launched from door_cnt_q[4].

** Layout
- The layout summary lists the proportion of cells stronger than drive strength 1 as 13.2%.
- Area growth from synthesis to layout :: 18.6%
- The layout stage reports a final design area of 1730 sq um.
- The final report lists a non-filler cell total of 228.
- Once layout is complete, the utilization of the core stands at 37.0%.

** CTS
- CTS reports a maximum clock tree buffer depth of 2.
- Clock transition at the registers of the reported paths :: 0.09 ns
- Clock root buffer master :: clkbuf_8
- The report puts the hold buffer count at CTS at 0.
- The report lists the number of cells resized after CTS as 0.
- As reported, the later end of the worst-skew pair has a clock insertion delay of 0.27 ns.
- Num Clock Sinks :: 22
- Setup fix buffers added after clock tree synthesis :: 0
- Clock tree from TritonCTS :: done
- Looking at the clock tree report, the H-tree level count equals 1.
- Clock tree synthesis inserted a total of 3 buffers.

** Floorplan
- The die is 71.8 microns wide.
- Std-Cell Rows :: 25
- Chip height :: 71.8 microns
- Once the floorplan was initialized, standard cells occupied 31.2% of the core.
- Area of the core :: 4690 sq um
- After floorplanning, the die was sized to cover 5160 sq um.
- Count of boundary I/O pins :: 13

** Place
- Counting tap cells, the placed design contains a total of 224 instances.
- Routability-driven placement congestion ratio :: 0.885
- Port Buf Inserts :: 12
- Detailed placement ended at an HPWL of 2370 microns.
- Prior to clock tree synthesis, the placed netlist has a worst setup slack of 0.263 ns.
- Placed standard-cell area :: 1660 sq um

** Status
- Run status :: finished, final reports clean

** Run
- Number of logged tool warnings :: 32
- Tally of max-capacitance violations :: 0

** Pwr
- The flow reported a cell area power density of 1030 nW/um^2.
- The power report puts the leakage power at 0.733 nW.
- Across the VDD grid, the largest voltage drop is 0.354 mV.
## cell type report
class                   count  area, sq um
clock buffers               3         41.3
clock inverters             1         30.0
multi-input cells         112          802
flip-flops and latches     22          553
fillers                   470         2960
well taps                  54         67.6
inverters                  16         60.1
repair buffers             20          180
## cell usage after synthesis, types with 3 or more instances
cell type  number  area share, %
o22ai_1         3            1.3
dfrtp_1        20             34
nor4_1          3            1.3
and2_1          5            2.1
a21oi_1         6            2.1
o21ai_0        14            4.8
nand2_1        11            2.8
ha_1           11            9.4
nor2b_1         4            1.7
inv_1          15            3.8
nor2_1          7            1.8
nor3_1          6            2.1
## logic make-up (layout without fill, tap and decap cells)
group                      after synthesis  count (layout)  share of synthesized area, %
AOI/OAI and AO/OA                       49              49                          25.1
and+or+nand+nor                         48              48                          17.8
DFF                                     22              22                          37.8
buffers and inverters                   22              40                          7.36
adders and majority gates               11              11                          9.41
xor gates and xnor gates                 2               2                          1.20
muxes                                    2               2                          1.37
## sequential cells by signal (all words and copies together) (netlist names)
signal         count
dir_up_q           1
state_q            5
floor_pos          3
door_cnt_q         8
req_pending_q      5
## routing by layer
layer	vias to the layer above	GRT usage, %	routed length (microns)
met5	-	0	0
met4	0	1.74	40
met3	5	1.43	148
met2	36	20.2	1460
met1	576	21.8	1580
li1	606	-	-
## how the worst max path moves through the flow
stage | endpoint | slack [ns] | depth (start not counted)
final | state_q[0] | 0.31 | 10
after CTS | state_q[0] | 0.31 | 10
after global routing | dir_up_q | 0.05 | 13
## layout by cell type, fill, tap and decap left out, types with 2 or more instances in the layout
cell type,n
and4_1,2
clkbuf_8,3
inv_1,15
mux2i_1,2
a31oi_1,2
o22ai_1,3
nand2_1,11
dfrtp_1,20
nor2_1,7
nor3_1,6
nand3_1,2
xnor2_1,2
and2_1,5
nor4_1,3
a22o_1,2
dfstp_2,2
o211ai_1,2
a21oi_1,6
nor2b_1,4
clkdlybuf4s50_1,12
ha_1,11
buf_4,8
a21o_1,2
nand4_1,2
a32oi_1,2
o21ai_0,14
## metrics by stage
step	total power [mW]	hold slack [ns]
3_5_place_dp	1.49	0.473
6_report	1.78	0.487
4_1_cts	1.77	0.495
5_1_grt	1.92	0.500
3_3_place_gp	1.51	0.472
2_1_floorplan	1.21	0.451
## power by group
part           internal [mW]  switching, mW  total (mW)
Clock                  0.173          0.102       0.275
Sequential             0.368         0.0696       0.438
Combinational          0.461          0.604        1.06
Power figures rest on the tool's default switching activity, not on a simulated workload.
